[/design/flow/config.mk]
export PLATFORM = sky130hd
export DESIGN_NAME = RAM_8bit_Clk
export DESIGN_NICKNAME = RAM_8bit_Clk
export VERILOG_FILES = /design/flow/design.v
export SDC_FILE = /design/flow/constraint.sdc
export NUM_CORES = 4
export LEC_CHECK = 1
export CORE_UTILIZATION = 40
[/design/flow/constraint.sdc]
current_design RAM_8bit_Clk

set clk_period 8.9
set clk_io_pct 0.2

create_clock -name clk0 -period $clk_period [get_ports {clk}]

set non_clock_inputs [all_inputs -no_clocks]
set_input_delay [expr $clk_period * $clk_io_pct] -clock clk0 $non_clock_inputs
set_output_delay [expr $clk_period * $clk_io_pct] -clock clk0 [all_outputs]
[/design/flow/design.v]
`timescale 1ns / 1ps
module RAM_8bit_Clk(
	output [7:0] data_out,
	input [7:0] address,
	input [7:0] data_in, 
	input wr,
	input clk
);
reg [7:0] RAM [255:0];
reg [7:0] data_out;
always @(posedge clk) 
	begin
		if (wr)
			RAM[address] <= data_in;
		else
			data_out <= RAM[address];
	end
endmodule
[/design/flow/run.sh]
#!/bin/bash
# OpenROAD 26Q1-2900-gdf79404cd8, Yosys 0.63+post, stock flow scripts
make -C /OpenROAD-flow-scripts/flow DESIGN_CONFIG=/design/flow/config.mk WORK_HOME=/design/flow/orfs finish
==> summary.txt <==
Observations from the implementation run.

Placed design:
- The run gives the final RePlAce weighted congestion as between 0.8 and 0.9.
- The run puts the quantity of I/O buffers inserted on ports at 25.
- The run gives the total half-perimeter wirelength after legalization and detailed placement as 114.7 mm.

Global route:
- The run puts the number of antenna violations at the first check in global routing at 4.
- The via count of the first global-routing pass is 40.98k.
- The run gives the first-pass GRT wire length as 282.4 mm.
- The run puts the total global routing track utilization at 0.2173.
- The run puts the total congestion overflow at 0.
- Entering global routing, the biggest net connects 101 pins.

Critical path:
- Among all stages on the critical path, the largest delay is contributed by o41ai_1.
- The run puts the maximum fanout encountered on the critical timing path at 59.
- Walking the worst path, the cells encountered are buf_8, buf_12, buf_4, buf_4, mux4_2, a22oi_1, a21oi_1, o41ai_1, buf_4, nand4_1.
- The run gives the library cell appearing most often on the critical path as buf_4.
- The run gives the worst setup path startpoint as address[0].
- The run gives the data required time at the worst endpoint as 9.43 ns.
- The worst setup path is launched from an input pin.
- Per the timing report, the most critical flop-to-flop path originates at RAM[110][2]$_DFFE_PP_.
- The worst setup path is of the in2reg kind.
- The run puts the critical path arrival at 6.28 ns.
- The timing report gives the biggest stage delay along the critical path as 1.01 ns.
- The run gives the sort of element at the end of the critical path as a register.

Yosys:
- In this run, distinct cell masters in the synthesized netlist total 20.
- The run gives the synthesized area per cell as between 20 and 25 sq um.
- The run gives the register area share after synthesis as 0.7861.
- The run puts the cell area after synthesis at approximately 79000 sq um.
- Per the synth log, the flip-flop and latch total comes to about 2.1k.
- The synthesized design spends more area on one cell type than any other, namely edfxtp_1.
- The run gives the synthesized chip area reported by yosys as 78530 sq um.
- The run gives the yosys synthesis warning count as 1.
- The main area contributors are edfxtp_1 (79%), mux4_2 (15%), a22oi_1 (2.4%).
- The run gives the cell count after synthesis as between 3k and 4k.
- In the Yosys report the total cell count is 3545.
- The run gives the share of the synthesized area in the top cell type as 0.7861.

Route:
- The run gives the number of antenna-violating nets in the routed design as 0.
- The run gives the number of vias after detailed routing as around 37k.
- The run gives the post-detailed-route wirelength per cell as 29.46 um.
- After detailed routing, the number of vias per cell comes to approximately 5.6.
- The run puts the number of DRC violations after detailed-routing iteration 0 at between 2k and 3k.
- The run gives the final routed DRC violation total as 0.
- The first detailed-routing pass took 5 iterations.
- The run gives the final wirelength as about 190 mm.

Floorplanning:
- The run gives the overall die width as between 400 and 500 um.
- The run gives the floorplan die area as 198100 sq um.
- The run puts the vertical die dimension at 445.1 um.
- The floorplan step defined a core boundary enclosing 195000 sq um.
- The run gives the number of top-level pins as 26.
- For reference, the placement row count at floorplan is roughly 160.
- The initial utilization of the core area, before any placement, comes to 0.4028.

STA:
- The run puts the worst-case headroom to the max-slew limit at 0.02211.
- The run puts the number of pins exceeding their max-slew limit in the final report at 0.
- The run puts the maximum clock rate at 173.8 MHz.
- At the pin with the least slew margin, the transition time is about 1.4 ns.
- The run gives the total negative slack for setup checks as 0 ns.
- The run gives the smallest hold slack as 1.149 ns.
- The run gives the minimum period implied by the final worst setup slack as 5.755 ns.
- The run puts the share of the clock period used by the worst path after layout at 0.6467.
- For reference, the final report shows the hold violation count at 0.
- The run puts the worst clock skew at 0.04921 ns.
- The final timing report counts setup violations totalling 0.
- Setup repair after global routing left no endpoint under its margin.

Worst hold path:
- Note that the worst hold path type here is reg2reg.
- The run gives the startpoint of the lowest-slack hold path as RAM[136][4]$_DFFE_PP_.

Clocking:
- The run gives the clock tree from TritonCTS as built.
- The run puts the number of clock sinks at 2056.
- The run puts the number of CTS-inserted buffers at 206.
- The run gives the CTS clock-pin slew for the worst setup and hold paths as 0.06 ns.
- The run gives the total of hold buffers inserted after clock tree synthesis as 0.
- The run gives the number of gates given a new drive strength after cts as 0.
- The run gives the root buffer cell as clkbuf_16.
- The run gives the largest buffer count on any clock path as 3.
- The run puts the H-tree depth at 4.
- The run gives the number of setup buffers added after CTS as 0.
- The run gives the insertion delay to the later sink of the worst-skew pair as 0.85 ns.

Run:
- The run puts the stage-log warning count at 29.
- The run puts the max-cap check violation count at 0.

Final layout:
- The run puts the final-layout fill cell count at between 15k and 20k.
- The run gives the register area as 61740 sq um.
- Per the layout area report, the combinational gate area comes to 15830 sq um.
- The run gives the area growth from synthesis to final layout as 13.26%.
- The run gives the fraction of final layout cells sized beyond drive strength 1 as 0.2539.
- For this run, the share of the core covered by cells in the final layout is 0.4561.

Pwr:
- Per the power-grid run, VDD falls by no more than 0.2023 mV.
- Power spread over the standard cell area amounts to 223.6 nW/um^2.
- The run puts the static leakage power at 0.02680 uW.
- The run puts the sum of internal, switching and leakage power at 19890 uW.

Status:
- The run finished with clean final reports.
==> cell type report <==
cell class / instances / area share
Sequential cell: 2056 / 0.6941
Multi-Input combinational cell: 1258 / 0.1780
Clock buffer: 254 / 0.05998
Tap cell: 2624 / 0.03691
Timing Repair Buffer: 195 / 0.01829
Clock inverter: 123 / 0.01260
Inverter: 1 / 0.00004220
Antenna cell: 1 / 0.00002813
==> stage by stage <==
stage / std cells / setup WS, ns / cell area, sq um
2_1_floorplan: 3545 / 4.946 / 78530
3_3_place_gp: 6134 / 2.201 / 82450
3_5_place_dp: 6134 / 2.198 / 82480
4_1_cts: 6511 / 3.075 / 88930
5_1_grt: 6511 / 2.707 / 88940
6_report: 6512 / 3.145 / 88940
==> path summary, 6_finish.rpt <==
| path | cells after the start | endpoint | slack, ns |
|---|---|---|---|
| setup / recovery | 10 | data_out[2]$_DFFE_PN_ | 3.14 |
| hold / removal | 5 | data_out[4]$_DFFE_PN_ | 1.15 |
| setup reg to reg | 6 | data_out[2]$_DFFE_PN_ | 5.71 |
| hold reg to reg | 5 | data_out[4]$_DFFE_PN_ | 1.15 |
==> layout by cell type (no fill, tap or decap), drive strengths merged, types with 25 or more instances in the layout <==
cell type,Yosys,final
mux4,512,512
clkbuf,140,254
nand2,25,25
clkinv,0,95
a22oi,256,256
a21oi,128,128
nor3,27,27
edfxtp,2056,2056
o41ai,32,32
buf,90,180
nor2,234,234
==> metal layers <==
| layer | vias up | routed length (um) | global-route usage |
|---|---|---|---|
| met5 | - | 226 | 0.008303 |
| met4 | 10 | 5568 | 0.05002 |
| met3 | 277 | 27880 | 0.1411 |
| met2 | 2004 | 92680 | 0.3218 |
| met1 | 19017 | 65470 | 0.2838 |
| li1 | 15459 | - | - |
==> Yosys cell counts, drive strengths merged <==
| cell type | number |
|---|---|
| nor2b | 8 |
| nand3 | 17 |
| inv | 1 |
| nor2 | 234 |
| nand2b | 5 |
| nor3 | 27 |
| nand2 | 25 |
| clkbuf | 140 |
| a22oi | 256 |
| or2 | 2 |
| edfxtp | 2056 |
| nand4 | 9 |
| o41ai | 32 |
| a21oi | 128 |
| buf | 90 |
| mux4 | 512 |
| and2 | 3 |
==> state kept, by name, summed over array words and instances (netlist names) <==
name	count
data_out	8
RAM	2048
==> cell families (layout without fill, tap and decap cells) <==
group	Yosys count	count (layout)	share of synthesized area
AOI/OAI and AO/OA	416	416	0.03620
and+or+nand+nor	330	330	0.01733
DFF	2056	2056	0.7861
buffers and inverters	231	573	0.01349
other	0	1	0
muxes	512	512	0.1468
==> critical path: cells and delay by family <==
| kind | cells | cell delay (ns) |
|---|---|---|
| AOI/OAI and AO/OA | 3 | 1.34 |
| muxes | 1 | 0.63 |
| buffers and inverters | 5 | 2.26 |
| and+or+nand+nor | 1 | 0.08 |
==> power by group <==
part	switching [uW]	leakage [uW]	internal [uW]
Clock	3630	0.00315	4670
Sequential	16.4	0.0185	10700
Combinational	578	0.00517	304
Total	4230	0.0268	15700
Power is estimated from default activity; no workload was simulated.
